==> design/flow/design.v <==
module MEM_WB_reg(clk, rst, M_ALUresult, M_writeReg, M_readData, M_WB,
                            W_ALUresult, W_writeReg, W_readData, W_WB);
  input clk, rst;
  input [31:0] M_ALUresult, M_readData;
  input [4:0] M_writeReg;
  input [1:0] M_WB;
  output reg [31:0] W_ALUresult, W_readData;
  output reg [4:0] W_writeReg;
  output reg [1:0] W_WB;
  always @ (negedge clk or posedge rst) begin
    if (rst)
     begin
      W_ALUresult <= 0;
      W_readData <= 0;
      W_writeReg <= 0;
      W_WB <= 0;
    end
    else begin
      W_ALUresult <= M_ALUresult;
      W_readData <= M_readData;
      W_writeReg <= M_writeReg;
      W_WB <= M_WB;
    end
  end
endmodule
==> design/flow/config.mk <==
export PLATFORM = sky130hd
export DESIGN_NAME = MEM_WB_reg
export DESIGN_NICKNAME = MEM_WB_reg
export VERILOG_FILES = /design/flow/design.v
export SDC_FILE = /design/flow/constraint.sdc
export NUM_CORES = 4
export LEC_CHECK = 1
export CORE_UTILIZATION = 50
==> design/flow/run.sh <==
#!/bin/bash
# OpenROAD 26Q1-2900-gdf79404cd8, Yosys 0.63+post, stock flow scripts
make -C /OpenROAD-flow-scripts/flow DESIGN_CONFIG=/design/flow/config.mk WORK_HOME=/design/flow/orfs finish
==> design/flow/constraint.sdc <==
current_design MEM_WB_reg

set clk_period 1.0
set clk_io_pct 0.2

create_clock -name clk0 -period $clk_period [get_ports {clk}]

set non_clock_inputs [all_inputs -no_clocks]
set_input_delay [expr $clk_period * $clk_io_pct] -clock clk0 $non_clock_inputs
set_output_delay [expr $clk_period * $clk_io_pct] -clock clk0 [all_outputs]
==> flow_summary_export.csv <==
group,metric,value,unit
status,status,"stopped before the end",
status,lastStage,"detailed placement",
status,stop_error,"[ERROR DPL-0036] Detailed placement failed.",
synth,syn_avg_cell_area,24.7,um^2
die,dieHeight,61.7,um
synth,synth.top_cell.area_share,99.8,%
synth,yosysWarningCount,1,
place,io_buffer_count,143,
synth,cell_type_with_the_highest_aggregate_area_in_the_netlist,"sky130_fd_sc_hd__dfrtn_1",
die,pin_count,144,
synth,sequential_fraction_of_the_synthesis_area,99.8,%
synth,synthesis.instances,72,
die,fp-row-count,21,
synth,netlist_area,1780,um^2
synth,synth.ff_latch_count,71,
synth,yosysUniqueCellTypes,2,
synth,netlist_top_cells_area,"sky130_fd_sc_hd__dfrtn_1, sky130_fd_sc_hd__inv_1",
die,initial_core_util,52.9,%
synth,synth.yosys.num_cells,72,
place,globalplace.congestion,0.697,
die,die-width,61.7,um
synth,yosys_synthesis_chip_area,1780,um^2
metrics by stage:
step	TNS [ps]	hold slack, ps	power [mW]	area, um^2	cells
2_1_floorplan	-30630	627	3.13	1780	72
3_3_place_gp	-72180	1040	3.73	3310	263
cell families after synthesis:
family,after synthesis,synth area share (%)
buffers and inverters,1,0.211
flip-flops,71,99.8
cell usage after synthesis:
master,instances
sky130_fd_sc_hd__dfrtn_1,71
sky130_fd_sc_hd__inv_1,1
No activity file was given, so power comes from the tool's default toggle rates.
