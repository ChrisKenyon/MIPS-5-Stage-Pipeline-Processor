File: config.mk
export PLATFORM = sky130hd
export DESIGN_NAME = EX_MEM_reg
export DESIGN_NICKNAME = EX_MEM_reg
export VERILOG_FILES = /design/flow/design.v
export SDC_FILE = /design/flow/constraint.sdc
export NUM_CORES = 4
export LEC_CHECK = 1
export CORE_UTILIZATION = 50
File: constraint.sdc
current_design EX_MEM_reg

set clk_period 1.0
set clk_io_pct 0.2

create_clock -name clk0 -period $clk_period [get_ports {clk}]

set non_clock_inputs [all_inputs -no_clocks]
set_input_delay [expr $clk_period * $clk_io_pct] -clock clk0 $non_clock_inputs
set_output_delay [expr $clk_period * $clk_io_pct] -clock clk0 [all_outputs]
File: design.v
module EX_MEM_reg(clk, rst, X_ALUresult, X_writeData, X_writeReg, X_WB, X_M,
                            M_ALUresult, M_writeData, M_writeReg, M_WB, M_M);
  input clk, rst;
  input [31:0] X_ALUresult, X_writeData;
  input [4:0] X_writeReg;
  input [2:0] X_M;
  input [1:0] X_WB;
  output reg [31:0] M_ALUresult, M_writeData;
  output reg [4:0] M_writeReg;
  output reg [2:0] M_M;
  output reg [1:0] M_WB;
  always @ (negedge clk or posedge rst) begin
    if (rst)
     begin
      M_ALUresult = 0;
      M_writeData = 0;
      M_writeReg = 0;
      M_WB = 0;
      M_M = 0;
    end
    else begin
      M_ALUresult = X_ALUresult;
      M_writeData = X_writeData;
      M_writeReg = X_writeReg;
      M_WB = X_WB;
      M_M = X_M;
    end
  end
endmodule
File: run.sh
#!/bin/bash
# OpenROAD 26Q1-2900-gdf79404cd8, Yosys 0.63+post, stock flow scripts
make -C /OpenROAD-flow-scripts/flow DESIGN_CONFIG=/design/flow/config.mk WORK_HOME=/design/flow/orfs finish
==> results.json <==
{
  "yosysChipArea_um2": 1860,
  "place_congestion": 0.786,
  "synthDistinctLibCells": 2,
  "synth_flops": 74,
  "last-stage-reached": "3_5_place_dp",
  "stop_error": "[ERROR DPL-0036] Detailed placement failed.",
  "synth.most_common_cell": "sky130_fd_sc_hd__dfrtn_1",
  "core.rowCount": 21,
  "ff_type": "sky130_fd_sc_hd__dfrtn_1",
  "initial_utilization_pct": 53.9,
  "yosys.stat.seqShare_pct": 99.8,
  "yosys-top-cells-area": "sky130_fd_sc_hd__dfrtn_1 100%, sky130_fd_sc_hd__inv_1 0.20%",
  "synth-async-reset-ratio_pct": 100,
  "synth.yosys.warnings": 1,
  "result_of_the_run": "stopped before the end",
  "die_width_um": 62.9,
  "yosys.area.top_type_share_pct": 99.8,
  "netlist_area_um2": 1860,
  "enable_flop_cells": 0,
  "avg_inst_size_synth_um2": 24.7,
  "netlist_instances": 75,
  "i_o_pin_count": 150,
  "chip_height_um": 62.9,
  "synth.largest_area_cell": "sky130_fd_sc_hd__dfrtn_1",
  "netlist_top_cells_count": "74 x sky130_fd_sc_hd__dfrtn_1, 1 x sky130_fd_sc_hd__inv_1",
  "synth.yosys.num_cells": 75,
  "count_of_port_buffers_added_during_placement": 149
}
## through the flow
step	hold WS, ns	cell area, µm²	setup TNS, ns	setup slack (ns)	power (mW)
3_3_place_gp	1.02	3460	-74.37	-0.544	3.88
2_1_floorplan	0.627	1860	-34.96	-0.435	3.26
## kinds of logic after synthesis
group                  Yosys count  share of synthesized area (%)
DFF                             74                           99.8
buffers and inverters            1                          0.202
Power and IR drop assume default switching activity.
