==> design.v <==
module alu( 
      output reg signed [31:0] aluresult, 
			output zero,
      input[3:0] operation, 
			input signed [31:0] data_a, 
			input signed [31:0] data_b 
		);
assign zero = (aluresult == 0);    
always @ (operation or data_a or data_b) 
begin
    case (operation)
		4'b0000: 
			begin  
				aluresult = data_a & data_b;
			end
		4'b0001: 
			begin  
				aluresult = data_a | data_b;
			end
		4'b0010: 
			begin  
				aluresult = data_a + data_b;
			end
		4'b0110: 
			begin  
				aluresult = data_a - data_b;
			end
		4'b0111:
			begin  
				aluresult =  data_a < data_b ? 1 : 0;
			end
		4'b1100: 
			begin  
				aluresult = ~( data_a  | data_b );
			end
		default: 
			begin
				aluresult <= 0;
			end
	endcase
end
endmodule
==> run.sh <==
#!/bin/bash
# OpenROAD 26Q1-2900-gdf79404cd8, Yosys 0.63+post, stock flow scripts
make -C /OpenROAD-flow-scripts/flow DESIGN_CONFIG=/design/flow/config.mk WORK_HOME=/design/flow/orfs finish
==> config.mk <==
export PLATFORM = sky130hd
export DESIGN_NAME = alu
export DESIGN_NICKNAME = alu
export VERILOG_FILES = /design/flow/design.v
export SDC_FILE = /design/flow/constraint.sdc
export NUM_CORES = 4
export LEC_CHECK = 1
export CORE_UTILIZATION = 30
==> constraint.sdc <==
current_design alu

set clk_period 17.4
set clk_io_pct 0.2

create_clock -name clk0 -period $clk_period

set non_clock_inputs [all_inputs -no_clocks]
set_input_delay [expr $clk_period * $clk_io_pct] -clock clk0 $non_clock_inputs
set_output_delay [expr $clk_period * $clk_io_pct] -clock clk0 [all_outputs]
==> run notes <==
Implementation numbers.

- The dominant logic cell type in the layout is ha_1.
- Counting the clock-network buffers in the layout gives 0.
- The post-layout instance area is ~6700 um2.
- The slew at the pin closest to its max-slew limit is 845.8 ps.
- The number of failing hold endpoints at the final stage is 0.
- Hold is met by about 8000 ps.
- As logged by OpenROAD, the buffers inserted on ports number 101.
- The number of design-rule violations left by the first detailed-router iteration is between 500 and 600.
- Sorting the Yosys area breakdown by cell type puts at the top ha_1.
- The part of the cycle the worst path needs is 65.99%.
- The report lists the cells along the critical path as clkdlybuf4s50_1, ha_1, inv_1, fa_1, nor2b_1, o2111ai_1, and3b_1, o21ai_1, a21boi_0, nand2_1, nand2_1, o22ai_1, nor4b_1, and4b_1, and4b_1, clkdlybuf4s50_1.
- The via count is 6471.
- The number of setup buffers added after CTS is 0.
- Synthesis handed over a netlist of roughly 820 instances.
- The area enclosed by the die boundary is 18980 um2.
- The met2 global-route usage is 35.06%.
- The main area contributors are ha_1, a21oi_1, inv_1, nor2_1, a221oi_1.
- The type of the worst setup path is in -> out.
- Of all nets on the critical path, the largest fanout is 6.
- Total power normalized to cell area comes to between 30 and 40 nW/um2.
- Global routing consumed, on the met1 layer, about a third of the routing resources.
- The global routing stage identified its most utilized layer as met2.
- The worst ir drop on vdd is approximately 0.011 mV.
- The wire length per cell is 18.63 um.
- Per the Yosys statistics, synthesis produced between 800 and 900 cells.
- Entering global routing, the biggest net connects 35 pins.
- For this design, the CTS-stage hold fixing added 0 buffers.
- The count of tool warnings is 102.
- The netlist uses about 84 different library cells.
- The count of cells resized by post-cts repair is 0.
- There are 0 flip-flops and latches.
- At the floorplan stage, the core utilization is reported as 30.67%.
- The via count of the first global-routing pass is 6052.
- The sum of routed wire length over all layers is 20.68 mm.
- The report counts max-capacitance violations totalling 0.
- The share of layout cells above drive strength 1 is around 5.6%.
- The largest stage delay on the critical path is slightly above 600 ps.
- Global routing finished with a remaining overflow of 0.
- The time the final worst path needs with I/O delays and setup is between 10000 and 15000 ps.
- The maximum operating frequency is roughly 87 MHz.
- Between the synthesized netlist and the finished layout, the area growth was recorded as 21.54%.
- The height of the die is between 100 and 150 um.
- Per the final report, max-transition violations number 0.
- The floorplan step defined a core boundary enclosing 18020 um2.
- The detailed-route vias per instance is about 6.
- Yosys reports that the leading cell type by area covers a little under a quarter of the netlist area.
- The die outline width is around 140 um.
- The setup violation total in the final timing report is 0.
- The first-pass detailed-route iteration total is 8.
- According to the floorplan log, the row count is 49.
- The timing report shows that the slowest cell on the worst path is nor4b_1.
- The global routing report lists combined usage of all routing layers as between 20 and 25%.
- The wire length of the first global-routing pass is about 33 mm.
- The total placed instance area is 6720 um2.
- On the critical path the largest part of the delay comes from simple AND/OR/NAND/NOR gates.
- The top-level port count is between 100 and 150.
- The post-synthesis average cell area is a little under 7 um2.
- The count of buffer and inverter cells on the critical path is 3.
- The type recorded for the worst min-delay path is in -> out.
- Global routing consumed, on the met3 layer, under 10% of the routing resources.
- The setup TNS is 0 ps.
- After its last routability iteration, the placer logged a weighted congestion of 0.9618.
- The flow ran to the end, and the final reports show no timing, DRC or antenna violations.
- Nets still carrying antenna violations after routing amount to 0.
- The number of diodes added for antenna fixing is 0.
- The fill cell total of the finished layout is 1936.
- Summing all flip-flop and latch instances after layout gives 0 um2.
- The mapped netlist covers roughly 5500 um2.
- The worst setup path is launched from an input port.
- For this run, the chip area from Yosys synthesis comes to about 5500 um2.
- The critical path required time is around 14000 ps.
- Setup repair after global routing left no endpoint under its margin.
- The analysis attributes to cell leakage a power of approximately 2.9 nW.
- The slew check shows that the tightest pin keeps a relative margin of around 43%.
- The initial antenna violation count is 0.
- Detailed placement finished with a half-perimeter wire length of 16.48 mm.
- The type of element capturing the critical path is a primary output.
- The warning tally printed by Yosys for this design is 1.
- The arrival time at the worst endpoint is around 8000 ps.
- The top cell types in the final layout, fill and taps aside, are ha_1, clkdlybuf4s50_1, inv_1.
- The share of the yosys chip area belonging to registers is 0%.
- The DRC violation count after routing is 0.
==> cell families (layout without fill, tap and decap cells) <==
logic type | count (synthesis) | in the layout | share of synthesized area (%)
AOI/OAI and AO/OA | 322 | 322 | 43.02
xor gates and xnor gates | 3 | 3 | 0.4753
adders and majority gates | 104 | 104 | 23.81
buffers and inverters | 150 | 211 | 10.79
muxes | 3 | 3 | 0.5883
and+or+nand+nor | 238 | 238 | 21.32
==> synthesized netlist by cell type (all sizes together) (10+ instances only) <==
master  count
ha        102
o211ai     15
nand2      54
a31oi      18
a21oi      75
inv        98
nor4       15
nand2b     10
o31ai      12
a21o       15
a211oi     10
nor3       16
nand3      15
nor2       81
o21ai      42
a221oi     28
clkbuf     29
o22ai      11
buf        23
o21bai     11
==> through the flow <==
stage	worst slack [ps]	std cells	util, %	power (mW)
3_5_place_dp	5956	1110	37.28	0.2111
4_1_cts	5941	1110	37.28	0.2124
2_1_floorplan	7624	820	-	0.1310
5_1_grt	5652	1110	37.28	0.2354
3_3_place_gp	5914	1110	37.28	0.2121
6_report	5918	1110	37.28	0.2150
==> report_power, final <==
part	switching, mW	leakage [nW]	internal [mW]	total (mW)
clock network	0	0	0	0
registers	0	0	0	0
logic	0.124	2.88	0.0910	0.215
total	0.124	2.88	0.0910	0.215
==> cell type report <==
class,count,area (um2),area share (%)
repair buffers,113,1101,16.38
inverters,98,367.9,5.474
multi-input cells,670,4965,73.88
well taps,229,286.5,4.264
==> worst min-delay path, delay by kind of cell <==
kind / cells / cell delay [ps]
buffers and inverters: 3 / 940
AOI/OAI and AO/OA: 1 / 140
adders and majority gates: 1 / 190
==> routing by layer <==
layer	up-vias	wire (um)
met5	-	0
met2	279	9082
met1	2965	9541
met4	0	628
li1	3191	-
met3	36	1423
==> path summary, 6_finish.rpt <==
kind                        from             to  slack (ps)  cells past startpoint
worst max-delay path   data_b[0]           zero        5920                     16
worst min-delay path  data_b[18]  aluresult[18]        8230                      5
Power and IR drop assume default switching activity.
